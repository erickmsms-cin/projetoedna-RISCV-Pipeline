File: config.mk
export PLATFORM = sky130hd
export DESIGN_NAME = alu
export DESIGN_NICKNAME = alu
export VERILOG_FILES = /design/flow/design.v
export SDC_FILE = /design/flow/constraint.sdc
export NUM_CORES = 4
export LEC_CHECK = 1
export CORE_UTILIZATION = 30
File: constraint.sdc
current_design alu

set clk_period 19.3
set clk_io_pct 0.2

create_clock -name clk0 -period $clk_period

set non_clock_inputs [all_inputs -no_clocks]
set_input_delay [expr $clk_period * $clk_io_pct] -clock clk0 $non_clock_inputs
set_output_delay [expr $clk_period * $clk_io_pct] -clock clk0 [all_outputs]
File: design.v
package Pipe_Buf_Reg_PKG;
  typedef struct packed {
    logic [8:0]  Curr_Pc;
    logic [31:0] Curr_Instr;
  } if_id_reg;
  typedef struct packed {
    logic        ALUSrc;
    logic        MemtoReg;
    logic        RegWrite;
    logic        MemRead;
    logic        MemWrite;
    logic        Branch;
    logic        jump;
    logic        jumpreg;
    logic        Halt;
    logic [1:0]  ALUOp;
    logic [4:0]  RS_Two;
    logic [4:0]  rd;
    logic [31:0] ImmG;
    logic [2:0]  func3;
    logic [6:0]  func7;
    logic [31:0] Curr_Instr;
    logic [8:0]  Curr_Pc;
    logic [31:0] RD_One;
    logic [31:0] RD_Two;
    logic [4:0]  RS_One;
  } id_ex_reg;
  typedef struct packed {
    logic        RegWrite;
    logic        jump;
    logic        MemtoReg;
    logic        MemRead;
    logic        MemWrite;
    logic [31:0] Pc_Imm;
    logic [31:0] Pc_Four;
    logic [31:0] Imm_Out;
    logic [31:0] Alu_Result;
    logic [31:0] RD_Two;
    logic [4:0]  rd;
    logic [2:0]  func3;
    logic [6:0]  func7;
    logic [31:0] Curr_Instr;
  } ex_mem_reg;
  typedef struct packed {
    logic        RegWrite;
    logic        jump;
    logic        MemtoReg;
    logic [31:0] Pc_Imm;
    logic [31:0] Pc_Four;
    logic [31:0] Imm_Out;
    logic [31:0] Alu_Result;
    logic [31:0] MemReadData;
    logic [4:0]  rd;
    logic [31:0] Curr_Instr;
  } mem_wb_reg;
endpackage
`timescale 1ns / 1ps
module alu#(
        parameter DATA_WIDTH = 32,
        parameter OPCODE_LENGTH = 4
        )
        (
                input logic [DATA_WIDTH-1:0]    SrcA,
                input logic [DATA_WIDTH-1:0]    SrcB,
                input logic [OPCODE_LENGTH-1:0]    Operation,
                output logic[DATA_WIDTH-1:0] ALUResult
        );
        always_comb
        begin
            case(Operation)
            4'b0000:         
                    ALUResult = SrcA & SrcB;
            4'b0001:         
                    ALUResult = SrcA | SrcB;
            4'b0010:         
                    ALUResult = SrcA + SrcB; 
            4'b0011:         
                    ALUResult = SrcA - SrcB;
            4'b0100:         
                    ALUResult = SrcA ^ SrcB;
            4'b1000:  
    		if (SrcA == SrcB)
        	ALUResult = 1;
    		else 
        	ALUResult = 0;
	    4'b1001:  
    		if (SrcA != SrcB)
        	ALUResult = 1;
    		else 
        	ALUResult = 0;
	    4'b1010:  
    		if (SrcA < SrcB)
        	ALUResult = 1;
    		else 
        	ALUResult = 0;
	    4'b1011:  
    		if (SrcA >= SrcB)
        	ALUResult = 1;
    		else 
        	ALUResult = 0;
            4'b1100:         
                    ALUResult = SrcA << SrcB;
            4'b1101:         
                    ALUResult = SrcA >> SrcB;
            4'b1110:  
    		if (SrcA < SrcB) 
        	ALUResult = 1;
    		else 
        	ALUResult = 0;
            4'b1111:         
                ALUResult = SrcA >>> SrcB[4:0];
            default:
                    ALUResult = 0;
            endcase
        end
endmodule
File: run.sh
#!/bin/bash
# OpenROAD 26Q1-2900-gdf79404cd8, Yosys 0.63+post, stock flow scripts
make -C /OpenROAD-flow-scripts/flow DESIGN_CONFIG=/design/flow/config.mk WORK_HOME=/design/flow/orfs finish
==> results.json <==
{
  "path_delay_family": "buffers and inverters",
  "syn_to_final_growth_pct": 13.11,
  "ys_chip_area_um2": 9304,
  "status": "complete, no violations",
  "drt-total-wl_mm": 47.03,
  "row_count": 64,
  "grtUsageTotal_pct": 29.86,
  "antenna_found_initial": 2,
  "drive_gt1_share_pct": 7.813,
  "worstPathRequired_ns": 15.44,
  "vdd_ir_drop_max_v": 0.00001014,
  "period_needed_ns": 12.52,
  "wl_per_cell_um": 26.05,
  "nFillCells": 3345,
  "sw_frac_of_total_pct": 62.18,
  "cp_num_buf_inv": 5,
  "synth_cell_types": 89,
  "setup_tns_ns": 0,
  "worstSetupPathType": "in -> out",
  "max_slew.worst_pin.slew_ns": 1.010,
  "rsz0062_at_grt": "false",
  "grt_max_degree": 66,
  "ctsHoldBuffers": 0,
  "final-setup-viol-count": 0,
  "grt_pass1_vias": 10600,
  "routed_via_density": 6.389,
  "internal_power_w": 0.0001138,
  "critPathMaxStageDelay_ns": 0.52,
  "yosys_warnings": 1,
  "clkbuf_count": 0,
  "cp_num_cells": 15,
  "netlist.area_leader.share_pct": 13.04,
  "gp_congestion": 1.059,
  "synthTopCellsByArea": "ha_1, a21oi_1, mux4_2",
  "remaining_drc_errors": 0,
  "crit_start": "SrcB[4]",
  "crit_path_end_kind": "primary output",
  "crit_arrival_ns": 8.66,
  "cp-endpoint": "ALUResult[29]",
  "overflow": 0,
  "max_freq_mhz": 79.89,
  "stdcell_count": 1805,
  "p_per_area_nw_per_um2": 28.59,
  "fp.dieW_um": 178.1,
  "worstSetupStartpointType": "input pin",
  "synth_area_um2": 9304,
  "crit_chain": "clkdlybuf4s50_1, buf_4, clkinv_1, buf_4, ha_1, nor2_1, o31ai_1, nand4_1, o211ai_2, a211oi_1, or3_1, a21oi_1, mux2_2, o221ai_1, clkdlybuf4s50_1",
  "crit_fanout": 46,
  "io_pins": 100,
  "grt_pass1_wl_mm": 69.47,
  "dp_hpwl_mm": 36.96,
  "slew_headroom_pct": 32.23,
  "switching_power_w": 0.0001871,
  "synthCells": 1382,
  "yosys.area.top_type": "ha_1",
  "hold_path_class": "in -> out",
  "cap_viol_max_count": 0,
  "dr.pass1.iters": 8,
  "cts_resized": 0,
  "chip_area_um2": 31720,
  "initialDrtViolationCount": 1445,
  "tool_warnings": 97,
  "flop_area_um2": 0,
  "avgSynthCellArea_um2": 6.732,
  "finalMaxSlewViolations": 0,
  "place_inst": 1804,
  "vias": 11530,
  "die_h_um": 178.1,
  "ys_seq_share_pct": 0,
  "cts_setup_buffers": 0,
  "finalHoldWorstSlack_ns": 8.996,
  "ant_nets": 0,
  "leakagePower_nw": 4.232,
  "period_used_pct": 64.85,
  "ff_count": 0,
  "cp_slowest_cell": "clkdlybuf4s50_1",
  "core_area_um2": 30590,
  "yosys_cells": 1382,
  "hold_viol": 0,
  "port_buffers": 100,
  "initial_core_util_pct": 30.42,
  "total_power_w": 0.0003009
}
[cells in the final DEF (no fill, tap or decap), drive strengths merged, types with 36 or more instances in the layout]
master / count
nand2: 124
a21oi: 141
buf: 36
o21ai: 111
nor3: 42
inv: 93
ha: 97
clkdlybuf4s50: 96
nor2: 170
mux4: 37
mux2i: 59
[cells in the mapped netlist, types with 16 or more instances]
master / n
buf_2: 28
a21oi_1: 139
nand2_1: 124
nor2_1: 170
mux4_2: 29
a211oi_1: 20
a221oi_1: 30
mux2_2: 17
nor4_1: 16
o211ai_1: 25
o21ai_0: 107
inv_1: 90
nor3_1: 40
nand3_1: 30
mux2i_1: 59
ha_1: 97
clkbuf_1: 56
o221ai_1: 19
[final cells by class]
| cell class | instances | area (um^2) | area share, % |
|---|---|---|---|
| Antenna cell | 1 | 2.502 | 0.02378 |
| Inverter | 98 | 367.9 | 3.495 |
| Multi-Input combinational cell | 1178 | 8434 | 80.15 |
| Tap cell | 396 | 495.5 | 4.708 |
| Timing Repair Buffer | 132 | 1224 | 11.63 |
[logic make-up (layout without fill, tap and decap cells)]
logic type / after synthesis / after routing / share of synthesized area, %
AND/OR/NAND/NOR: 460 / 460 / 22.66
other: 0 / 1 / 0
AND-OR/OR-AND: 499 / 499 / 36.09
XOR/XNOR: 7 / 7 / 0.6590
buffers and inverters: 204 / 230 / 9.427
adder cells (fa/ha/maj): 99 / 99 / 13.47
multiplexers: 113 / 113 / 17.68
[worst min-delay path, cell delays in order]
cell,delay (ns)
clkdlybuf4s50_1,0.46
buf_4,0.27
o21ai_0,0.14
clkdlybuf4s50_1,0.40
[worst min path at each step]
stage	start	to	slack (ns)	cells after the start
after global routing	SrcB[5]	ALUResult[3]	9.05	4
after CTS	SrcB[5]	ALUResult[3]	9.00	4
final	SrcB[5]	ALUResult[3]	9.00	4
[per-layer routing]
| layer | track usage (%) | up-vias | routed length (um) |
|---|---|---|---|
| li1 | - | 5237 | - |
| met1 | 45.78 | 5525 | 21050 |
| met2 | 44.36 | 696 | 20120 |
| met3 | 4.237 | 70 | 4659 |
| met4 | 5.983 | 4 | 1165 |
| met5 | 0 | - | 28 |
[stage by stage]
stage	worst slack (ns)	cell area (um^2)	utilization, %
final	6.783	10520	34.40
after global routing	6.619	10520	34.40
after CTS	6.905	10520	34.40
after detailed placement	6.901	10520	34.40
after global placement	7.022	10520	34.40
after floorplan	8.300	9304	-
[power by group through the flow]
| stage | clock network [W] | registers, W | logic [W] |
|---|---|---|---|
| after CTS | 0 | 0 | 0.000293 |
| after global routing | 0 | 0 | 0.000321 |
