<file path="flow/design.v">
package Pipe_Buf_Reg_PKG;
  typedef struct packed {
    logic [8:0]  Curr_Pc;
    logic [31:0] Curr_Instr;
  } if_id_reg;
  typedef struct packed {
    logic        ALUSrc;
    logic        MemtoReg;
    logic        RegWrite;
    logic        MemRead;
    logic        MemWrite;
    logic        Branch;
    logic        jump;
    logic        jumpreg;
    logic        Halt;
    logic [1:0]  ALUOp;
    logic [4:0]  RS_Two;
    logic [4:0]  rd;
    logic [31:0] ImmG;
    logic [2:0]  func3;
    logic [6:0]  func7;
    logic [31:0] Curr_Instr;
    logic [8:0]  Curr_Pc;
    logic [31:0] RD_One;
    logic [31:0] RD_Two;
    logic [4:0]  RS_One;
  } id_ex_reg;
  typedef struct packed {
    logic        RegWrite;
    logic        jump;
    logic        MemtoReg;
    logic        MemRead;
    logic        MemWrite;
    logic [31:0] Pc_Imm;
    logic [31:0] Pc_Four;
    logic [31:0] Imm_Out;
    logic [31:0] Alu_Result;
    logic [31:0] RD_Two;
    logic [4:0]  rd;
    logic [2:0]  func3;
    logic [6:0]  func7;
    logic [31:0] Curr_Instr;
  } ex_mem_reg;
  typedef struct packed {
    logic        RegWrite;
    logic        jump;
    logic        MemtoReg;
    logic [31:0] Pc_Imm;
    logic [31:0] Pc_Four;
    logic [31:0] Imm_Out;
    logic [31:0] Alu_Result;
    logic [31:0] MemReadData;
    logic [4:0]  rd;
    logic [31:0] Curr_Instr;
  } mem_wb_reg;
endpackage
`timescale 1ns / 1ps
module RegFile #(
    parameter DATA_WIDTH = 32,   
    parameter ADDRESS_WIDTH = 5,   
    parameter NUM_REGS = 32
) (
    input clk,   
    input rst,   
    input rg_wrt_en,   
    input  [ADDRESS_WIDTH-1:0] rg_wrt_dest,  
    input [ADDRESS_WIDTH-1:0] rg_rd_addr1,   
    input [ADDRESS_WIDTH-1:0] rg_rd_addr2,   
    input  [DATA_WIDTH-1:0] rg_wrt_data,  
    output logic [DATA_WIDTH-1:0] rg_rd_data1,   
    output logic [DATA_WIDTH-1:0] rg_rd_data2    
);
  integer i;
  logic [DATA_WIDTH-1:0] register_file[NUM_REGS-1:0];
  always @(negedge clk) begin
    if (rst == 1'b1) for (i = 0; i < NUM_REGS; i = i + 1) register_file[i] <= 0;
    else if (rst == 1'b0 && rg_wrt_en == 1'b1) begin
      register_file[rg_wrt_dest] <= rg_wrt_data;
    end
  end
  assign rg_rd_data1 = register_file[rg_rd_addr1];
  assign rg_rd_data2 = register_file[rg_rd_addr2];
endmodule
</file>
<file path="flow/config.mk">
export PLATFORM = sky130hd
export DESIGN_NAME = RegFile
export DESIGN_NICKNAME = RegFile
export VERILOG_FILES = /design/flow/design.v
export SDC_FILE = /design/flow/constraint.sdc
export NUM_CORES = 4
export LEC_CHECK = 1
export CORE_UTILIZATION = 40
</file>
<file path="flow/run.sh">
#!/bin/bash
# OpenROAD 26Q1-2900-gdf79404cd8, Yosys 0.63+post, stock flow scripts
make -C /OpenROAD-flow-scripts/flow DESIGN_CONFIG=/design/flow/config.mk WORK_HOME=/design/flow/orfs finish
</file>
<file path="flow/constraint.sdc">
current_design RegFile

set clk_period 15.5
set clk_io_pct 0.2

create_clock -name clk0 -period $clk_period [get_ports {clk}]

set non_clock_inputs [all_inputs -no_clocks]
set_input_delay [expr $clk_period * $clk_io_pct] -clock clk0 $non_clock_inputs
set_output_delay [expr $clk_period * $clk_io_pct] -clock clk0 [all_outputs]
</file>
==> impl.org <==
#+TITLE: Physical design notes

** Status
- Run status :: completed

** Synth
- Number of cells in the yosys synthesis report :: 4641
- Number of warnings issued by yosys :: 1
- Synthesized chip area reported by yosys :: 0.0562 mm²
- Per the synthesis report, the dominant area consumer among library cells is sky130_fd_sc_hd__edfxtp_1.
- The synthesized netlist handed to floorplanning was reported with a cell count of 4641.
- Summing every instance area after synthesis gives 0.0562 mm².
- Cell variety after synth :: 31
- Averaged over all synthesized cells, the footprint is 12.1 µm².
- Top area contributor share :: 54.7%
- Synth Seq Share :: 54.7%
- The main area contributors are sky130_fd_sc_hd__edfxtp_1, sky130_fd_sc_hd__mux2i_1, sky130_fd_sc_hd__and2_1.
- Yosys reported a register bit count of 1024.

** Final timing
- RSZ-0062 raised after global routing :: false
- Transition at the pin with the smallest max-transition slack :: 937 ps
- Final-report hold violation count :: 0
- Worst relative slew slack :: 37.5%
- Fin. max-slew vios :: 0
- Setup violators final :: 0
- Setup total negative slack on the finished layout was measured at 0 ps.

** Route
- The routed design shows a wire length per standard cell of 25.6 µm.
- DRT iter0 DRCs :: 2709
- The count of nets left with antenna violations once routing finished came out at 0.
- The first TritonRoute pass finished after 5 iterations.
- WL final :: 195 mm
- Number of vias per cell :: 5.47
- The detailed router placed 41.5k vias in this run.
- Number of DRC violations after detailed routing :: 0

** CTS
- TritonCTS built the clock tree.
- The clock drives 1024 sinks.
- Hold repair after CTS inserted 0 buffers.
- Largest buffer count on any clock path :: 3
- CTS clock-pin slew for the worst setup and hold paths :: 30 ps
- The number of clock buffers added by TritonCTS is 118.
- Setup Fix Bufs, Post-CTS :: 0
- The tree is rooted in a sky130_fd_sc_hd__clkbuf_16.
- CTS resizes :: 0
- Looking at the clock tree report, the H-tree level count equals 3.

** Worst setup path
- Crit start category :: flop
- STA puts the critical path data arrival time at 10600 ps.
- In this design, the stage delay of the slowest critical-path cell is 540 ps.
- Crit path kind :: reg -> out
- Slowest-stage cell, CP :: sky130_fd_sc_hd__nor3_1
- Critical Path Fanout Max :: 2
- Type of destination of the critical path :: output port
- Ordered cell list for the critical path :: mux2i_1, a22o_1, nor3_1, a31oi_1, nand3_1, clkdlybuf4s50_1
- At the worst endpoint, the required time is 12400 ps.

** Pwr
- Looking at the VDD voltage map, the peak drop is 93.5 µV.
- Total power divided by cell area :: 121 mW/mm²
- The leakage component of the power was reported as 0.0299 µW.
- Overall power after layout :: 8090 µW

** Final layout
- Highest-count cells in the layout ignoring fill and taps :: sky130_fd_sc_hd__inv_1, sky130_fd_sc_hd__and2_1, sky130_fd_sc_hd__mux2i_1, sky130_fd_sc_hd__edfxtp_1, sky130_fd_sc_hd__nand2_1
- Largest register by flop count :: register_file
- Cells with a size suffix above 1 make up 7.60% of the layout.
- The flow measured a signed area growth from synthesis to layout of 19.2%.
- The largest registers in the layout are register_file x1024.
- Per the cell usage report, the commonest logic cell in the layout is sky130_fd_sc_hd__inv_1.
- Filler Cells Inserted :: 12.2k
- Flip-flop count of the largest register after layout :: 1024

** Hold path
- Min-Delay Startpoint :: rg_rd_addr1[1]
- Type of the worst min-delay path :: in -> out
- Along the worst hold path, the cell count comes to 6.
- In the hold report, the worst path ends at rg_rd_data1[18].

** Placement
- Once detailed placement completed, the half-perimeter wirelength came to 111 mm.
- Routability Congestion :: 0.921
- The count of buffers added on input and output ports is 113.

** GRT
- In the global route stage, overall resource usage came out at 29.3%.
- Pin count of the biggest net entering global routing :: 84
- The number of antenna violations at the first check in global routing came to 10.
- Global-route wire length before repair :: 279 mm
- The number of global-route vias before repair is 44.6k.
- Residual overflow from global routing :: 0

** Die
- Per the OpenROAD floorplan log, the area of the die is 0.142 mm².
- Cell row count :: 137
- Before placement the cells fill 40.3% of the core.
- Number of placed I/O pins :: 114
- From left edge to right edge, the die measures 377 µm.
- Per the OpenROAD floorplan log, the height of the die is 377 µm.
- Std-Cell Core Area :: 0.140 mm²

** Flow run
- Max-capacitance violation count :: 0
- OpenROAD warning count :: 1027
-- Yosys cell counts (all sizes together) --
cell type  instances
a31oi             64
nand3            194
clkbuf           269
a22o             128
a22oi            192
a21oi            192
mux2i           1024
nand3b             4
nor3              64
nand2b             5
nand2            196
and2            1026
buf              179
or2               34
nor2b              5
or3b               2
nor2              36
or3                2
edfxtp          1024
inv                1
-- metal layers --
metal | up-vias | part of all wire, % | GRT usage, %
met5 | - | 0.038 | 0.446
met2 | 2104 | 47 | 43.0
met4 | 8 | 4.1 | 13.7
met1 | 20000 | 37 | 35.0
met3 | 415 | 12 | 17.3
li1 | 18900 | - | -
-- logic make-up after synthesis --
family / after synthesis / synth area share, %
simple gates: 1568 / 16.1
mux: 1024 / 18.2
buf+inv: 449 / 3.97
compound gates: 576 / 6.98
flops: 1024 / 54.7
-- worst max path at each step --
stage	startpoint	slack (ps)	to	cells after the start
finish	register_file[0][28]	1800	rg_rd_data1[28]	6
global route	register_file[0][28]	1680	rg_rd_data2[28]	6
CTS	register_file[0][28]	1730	rg_rd_data1[28]	6
-- cell type report --
type / instances / area, µm² / area share, %
flip-flops and latches: 1024 / 30700 / 45.9
multi-input cells: 3168 / 23400 / 35.0
well taps: 1876 / 2350 / 3.50
repair buffers: 276 / 2490 / 3.72
diodes: 2 / 5.00 / 0.00747
clock buffers: 119 / 2980 / 4.45
clock inverters: 1127 / 4990 / 7.45
-- worst max-delay path, delay by kind of cell, from the launching register on --
family          cells  cell delay [ps]
simple gates        2              770
buf+inv             1              510
compound gates      2              420
flops               1              340
mux                 1               80
-- power breakdown --
| part | switching, µW | internal (µW) | total, µW |
|---|---|---|---|
| Combinational | 500 | 291 | 792 |
| Clock | 1850 | 2140 | 3990 |
| Sequential | 78.5 | 3220 | 3300 |
-- per-stage QoR --
stage / instance area, µm² / util [%] / setup slack (ps) / instances / hold slack, ps
5_1_grt: 67000 / 48.0 / 1680 / 7591 / 7520
2_1_floorplan: 56200 / - / 2980 / 4641 / 6460
3_3_place_gp: 59000 / 42.3 / 1140 / 6345 / 7460
6_report: 67000 / 48.0 / 1800 / 7592 / 7440
4_1_cts: 67000 / 48.0 / 1730 / 7590 / 7460
3_5_place_dp: 59000 / 42.3 / 1260 / 6345 / 7460
No activity file was given, so power comes from the tool's default toggle rates.
