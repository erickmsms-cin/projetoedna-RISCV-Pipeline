===== design/flow/design.v =====
package Pipe_Buf_Reg_PKG;
  typedef struct packed {
    logic [8:0]  Curr_Pc;
    logic [31:0] Curr_Instr;
  } if_id_reg;
  typedef struct packed {
    logic        ALUSrc;
    logic        MemtoReg;
    logic        RegWrite;
    logic        MemRead;
    logic        MemWrite;
    logic        Branch;
    logic        jump;
    logic        jumpreg;
    logic        Halt;
    logic [1:0]  ALUOp;
    logic [4:0]  RS_Two;
    logic [4:0]  rd;
    logic [31:0] ImmG;
    logic [2:0]  func3;
    logic [6:0]  func7;
    logic [31:0] Curr_Instr;
    logic [8:0]  Curr_Pc;
    logic [31:0] RD_One;
    logic [31:0] RD_Two;
    logic [4:0]  RS_One;
  } id_ex_reg;
  typedef struct packed {
    logic        RegWrite;
    logic        jump;
    logic        MemtoReg;
    logic        MemRead;
    logic        MemWrite;
    logic [31:0] Pc_Imm;
    logic [31:0] Pc_Four;
    logic [31:0] Imm_Out;
    logic [31:0] Alu_Result;
    logic [31:0] RD_Two;
    logic [4:0]  rd;
    logic [2:0]  func3;
    logic [6:0]  func7;
    logic [31:0] Curr_Instr;
  } ex_mem_reg;
  typedef struct packed {
    logic        RegWrite;
    logic        jump;
    logic        MemtoReg;
    logic [31:0] Pc_Imm;
    logic [31:0] Pc_Four;
    logic [31:0] Imm_Out;
    logic [31:0] Alu_Result;
    logic [31:0] MemReadData;
    logic [4:0]  rd;
    logic [31:0] Curr_Instr;
  } mem_wb_reg;
endpackage
`timescale 1ns / 1ps
module BranchUnit #(
    parameter PC_W = 9
) (
    input logic [PC_W-1:0] Cur_PC,
    input logic [31:0] Imm,
    input logic jump,
    input logic Branch,
    input logic Halt,
    input logic jumpreg,
    input logic [31:0] AluResult,
    output logic [31:0] PC_Imm,
    output logic [31:0] PC_Four,
    output logic [31:0] BrPC,
    output logic PcSel
);
  logic Branch_Sel;
  logic [31:0] PC_Full;
  logic Halt_selector; 
  assign PC_Full = {23'b0, Cur_PC}; 
  assign Halt_selector = Halt;
  assign PC_Imm = (jumpreg) ? AluResult : (PC_Full + Imm); 
  assign PC_Four = PC_Full + 32'b100; 
  assign Branch_Sel = jump || (Branch && AluResult[0]);   
  assign BrPC = (Branch_Sel) ? PC_Imm : ((Halt_selector) ? PC_Imm : 32'b0);   
  assign PcSel = Branch_Sel || jump || Halt_selector;  
endmodule

===== design/flow/run.sh =====
#!/bin/bash
# OpenROAD 26Q1-2900-gdf79404cd8, Yosys 0.63+post, stock flow scripts
make -C /OpenROAD-flow-scripts/flow DESIGN_CONFIG=/design/flow/config.mk WORK_HOME=/design/flow/orfs finish

===== design/flow/constraint.sdc =====
current_design BranchUnit

set clk_period 11.6
set clk_io_pct 0.2

create_clock -name clk0 -period $clk_period

set non_clock_inputs [all_inputs -no_clocks]
set_input_delay [expr $clk_period * $clk_io_pct] -clock clk0 $non_clock_inputs
set_output_delay [expr $clk_period * $clk_io_pct] -clock clk0 [all_outputs]

===== design/flow/config.mk =====
export PLATFORM = sky130hd
export DESIGN_NAME = BranchUnit
export DESIGN_NICKNAME = BranchUnit
export VERILOG_FILES = /design/flow/design.v
export SDC_FILE = /design/flow/constraint.sdc
export NUM_CORES = 4
export LEC_CHECK = 1
export CORE_AREA = 10 10 103 103
export DIE_AREA = 0 0 113 113

==> impl_table.tex <==
% Implementation results table
\begin{tabular}{lr}
\hline
Metric & Value \\
\hline
\multicolumn{2}{l}{\textbf{Detailed routing}} \\
Count of unresolved DRC violations after routing & 0 \\
Drt total wl & approximately 9 mm \\
DRT iter0 DRCs & 108 \\
Per-cell via count in the routed design & 4.80 \\
Total inserted antenna cells & 0 \\
DRT Pass-1 Iters & 4 \\
Post-detailed-route wirelength per cell & approximately 16 µm \\
Antenna Nets Post-Route & 0 \\
Count of vias placed by the detailed router & around 2,600 \\
\multicolumn{2}{l}{\textbf{STA}} \\
Endpoints failing hold & 0 \\
Actual transition at the worst max-transition pin & 0.706 ns \\
Setup repair after global routing missed its margin & no \\
Achievable clock frequency & 0.127 GHz \\
Crit share post-route & 68.0\% \\
Final total negative setup slack & 0 ns \\
Worst max-slew margin expressed relative to the limit & 52.4\% \\
Crit path time final & 7.89 ns \\
Final setup viols & 0 \\
Number of max-slew violations in the final report & 0 \\
\multicolumn{2}{l}{\textbf{Floorplanning}} \\
Cell Rows & 33 \\
Fraction of the core area occupied by cells at floorplan & $\sim$23\% \\
Die Span Y & 113 µm \\
Chip width & 113 µm \\
Overall chip area & 0.0128 mm² \\
Core ar. & between 0.008 and 0.009 mm² \\
Number of top-level design ports & 174 \\
\multicolumn{2}{l}{\textbf{Pwr}} \\
Power per unit of standard cell area & 41.0 mW/mm² \\
Cell-internal power & between 0.08 and 0.09 mW \\
Max IR drop VDD & 21.5 µV \\
NetSw & slightly above 0.05 mW \\
Overall power consumption & 0.140 mW \\
Fraction of power consumed by the clock network & 0\% \\
Portion of total power attributed to combinational logic & 100.0\% \\
Pleak & 1.31 nW \\
Net switching share of the total power & a little over a third \\
Share of total power in sequential cells & 0\% \\
\multicolumn{2}{l}{\textbf{Final layout}} \\
Storage element area & 0 µm² \\
P\&R area growth vs syn & 80.0\% \\
Layout clock buffer count & 0 \\
Total number of sequential cells & 0 \\
Fraction of layout cells with a size suffix above 1 & 3.17\% \\
\multicolumn{2}{l}{\textbf{Yosys}} \\
Sequential share of the synthesized area & 0\% \\
Synth top area cells & buf\_4, xnor2\_1, ha\_1 \\
Average cell area after synthesis & 6.25 µm² \\
Synth Instances & about 300 \\
Synth warn & 0 \\
Cell type contributing the most total cell area after synthesis & buf\_4 \\
Synth cell types & 54 \\
Area of the mapped netlist & 0.00189 mm² \\
Chip area line of the yosys report & 0.00189 mm² \\
Area fraction of the dominant cell type after synthesis & 9.51\% \\
Yosys cell count & 303 \\
\multicolumn{2}{l}{\textbf{Clocking}} \\
Number of resized instances in the post-cts repair step & 0 \\
Count of hold-fix buffers inserted at cts & 0 \\
Number of setup buffers added after CTS & 0 \\
\multicolumn{2}{l}{\textbf{Critical path}} \\
Endpoint class of the critical path & output pin \\
Delay of the slowest cell on the worst path & 0.56 ns \\
CP Class & input pin to output pin \\
Data arrival, critical path & 5.57 ns \\
Cell type of the slowest stage on the worst timing path & a21oi\_1 \\
Critical path, cell by cell & clkdlybuf4s50\_1 -> ha\_1 -> fa\_1 -> a21o\_1 -> a221o\_1 -> a21oi\_1 -> nor2\_1 -> xnor2\_1 -> a211oi\_1 -> clkdlybuf4s50\_1 \\
Required time of the critical path & 9.28 ns \\
Maximum fanout count along the critical path & 7 \\
Critical Path Start Type & input pin \\
Most frequent CP cell & clkdlybuf4s50\_1 \\
\multicolumn{2}{l}{\textbf{Placement}} \\
Post-DP HPWL & 7.72 mm \\
Count of input and output buffers & around 150 \\
Final estimated routing congestion in global placement & 0.804 \\
\multicolumn{2}{l}{\textbf{Global route}} \\
Vias in the first global route & 2,632 \\
First-pass GRT wire length & 14.0 mm \\
Total GRT Usage & 13.0\% \\
Antenna violations before repair & 0 \\
GRT overflow & 0 \\
Maximum number of pins on one net before global-route repair & 47 \\
\multicolumn{2}{l}{\textbf{Status}} \\
Result of the run & finished, final reports clean \\
\multicolumn{2}{l}{\textbf{Min path}} \\
Type of the worst min-delay path & input pin to output pin \\
\multicolumn{2}{l}{\textbf{Job}} \\
Number of maximum-capacitance constraint violations & 0 \\
Stage-log warning count & 32 \\
\hline
\end{tabular}
routing by layer:
| layer | global-route usage [%] | up-vias | part of all wire [%] |
|---|---|---|---|
| met5 | 0 | - | 0 |
| met4 | 0 | 0 | 0 |
| met3 | 3.63 | 0 | 8.7 |
| met2 | 23.0 | 93 | 49 |
| met1 | 16.2 | 1187 | 43 |
| li1 | - | 1339 | - |
power by group through the flow:
stage / Sequential [mW] / Clock, mW / Combinational, mW
finish: 0 / 0 / 0.140
global route: 0 / 0 / 0.154
CTS: 0 / 0 / 0.143
cells in the mapped netlist (2+ instances only):
cell type,n
nand3_1,17
xnor2_1,18
nor2_1,28
and4_1,2
or4_1,2
nor4_1,3
nor2b_1,3
ha_1,10
o22ai_1,3
a22oi_1,2
buf_2,3
and3_1,9
o21a_1,5
clkbuf_1,9
a211oi_1,9
nand2_1,32
buf_4,24
or3_1,2
o211a_1,2
nand4_1,4
o21ai_0,16
o211ai_1,4
xor2_1,4
a21oi_1,18
a21o_1,2
inv_1,6
mux2_2,4
o31a_1,3
nor3_1,19
o21ba_2,2
and2_1,15
per-stage QoR:
step	cell area [µm²]	hold WS, ns	setup slack, ns	cells	util [%]
6_report	3410	5.50	3.71	546	41.1
5_1_grt	3410	5.53	3.45	546	41.1
4_1_cts	3410	5.50	3.69	546	41.1
3_5_place_dp	3410	5.50	3.68	546	41.1
3_3_place_gp	3410	5.49	3.75	546	41.1
2_1_floorplan	1970	4.65	5.08	324	-
cell families after synthesis:
group	share of synthesized area (%)
AOI/OAI and AO/OA	27.9
xor gates and xnor gates	10.2
adders and majority gates	7.66
buffers and inverters	14.3
muxes	2.91
other	0.198
and+or+nand+nor	36.9
critical path, delay by kind of cell:
kind,cells,cell delay [ns]
and+or+nand+nor,1,0.13
AOI/OAI and AO/OA,4,1.34
xor gates and xnor gates,1,0.17
adders and majority gates,2,0.67
buffers and inverters,2,0.95
final timing paths:
check | end | cells past startpoint | start | slack [ns]
worst max-delay path | BrPC[24] | 10 | Cur_PC[0] | 3.71
worst min-delay path | PC_Four[0] | 2 | Cur_PC[0] | 5.50
cell type report:
| class | count | area (µm²) |
|---|---|---|
| fill | 848 | 4890 |
| inverter | 7 | 26.3 |
| multi-input combinational | 279 | 1710 |
| tap | 105 | 131 |
| timing repair buffer | 155 | 1540 |
layout by cell type (no fill, tap or decap), types with 3 or more instances in the layout:
master           synthesis  layout
a211oi_1                 9       8
nand2_1                 32      32
o211ai_1                 4       4
o22ai_1                  3       3
nor4_1                   3       3
mux2_2                   4       4
nor3_1                  19      19
nand4_1                  4       4
and2_1                  15      15
xnor2_1                 18      18
buf_4                   24       3
nor2_1                  28      28
o31a_1                   3       3
nor2b_1                  3       3
xor2_1                   4       4
inv_1                    6       6
a21oi_1                 18      18
o21ai_0                 16      16
conb_1                   1      22
and3_1                   9       9
o21a_1                   5       5
clkdlybuf4s50_1          0     152
ha_1                    10      10
nand3_1                 17      17
Power is estimated from default activity; no workload was simulated.
